==> flow/design.v <==
`timescale 1ns/100ps
`timescale 10ns/100ps
module alu_add (
    input  [31: 0] rs1,
    input  [31: 0] rs2,
    output [31: 0] rd
    );
    assign rd = rs1 + rs2;
endmodule
module alu_sub (
    input  [31: 0] rs1,
    input  [31: 0] rs2,
    output [31: 0] rd
    );
    assign rd = rs1 - rs2;
endmodule
module alu_sll (
    input  [31: 0] rs1,
    input  [31: 0] rs2,
    output [31: 0] rd
    );
    wire   [ 4: 0]  amount;
    assign amount = rs2[4: 0];
    assign rd = rs1 << amount;
endmodule
module alu_slt (
    input  [31: 0] rs1,
    input  [31: 0] rs2,
    output [31: 0] rd
    );
    assign rd = {31'b0, $signed(rs1) < $signed(rs2)};
endmodule
module alu_sltu (
    input  [31: 0] rs1,
    input  [31: 0] rs2,
    output [31: 0] rd
    );
    assign rd = {31'b0, rs1 < rs2};
endmodule
module alu_xor (
    input  [31: 0] rs1,
    input  [31: 0] rs2,
    output [31: 0] rd
    );
    assign rd = rs1 ^ rs2;
endmodule
module alu_srl (
    input  [31: 0] rs1,
    input  [31: 0] rs2,
    output [31: 0] rd
    );
    wire   [ 4: 0]  amount;
    assign amount = rs2[4: 0];
    assign rd = rs1 >> amount;
endmodule
module alu_sra (
    input  [31: 0] rs1,
    input  [31: 0] rs2,
    output [31: 0] rd
    );
    wire   [ 4: 0]  amount;
    assign amount = rs2[4: 0];
    assign rd = $signed(rs1) >>> amount;
endmodule
module alu_or (
    input  [31: 0] rs1,
    input  [31: 0] rs2,
    output [31: 0] rd
    );
    assign rd = rs1 | rs2;
endmodule
module alu_and (
    input  [31: 0] rs1,
    input  [31: 0] rs2,
    output [31: 0] rd
    );
    assign rd = rs1 & rs2;
endmodule
module alu (
    input      [31: 0] rs1,
    input      [31: 0] rs2,
    input      [ 3: 0] mode,
    input              clk,
    input              reset,
    output reg [31: 0] rd
    );
    wire       [31: 0] add_out,  sub_out, sll_out, slt_out,
                       sltu_out, xor_out, srl_out, sra_out,
                       or_out,   and_out;
    alu_add iadd   (.rs1(rs1), .rs2(rs2), .rd(add_out));
    alu_sub isub   (.rs1(rs1), .rs2(rs2), .rd(sub_out));
    alu_sll isll   (.rs1(rs1), .rs2(rs2), .rd(sll_out));
    alu_slt islt   (.rs1(rs1), .rs2(rs2), .rd(slt_out));
    alu_sltu isltu (.rs1(rs1), .rs2(rs2), .rd(sltu_out));
    alu_xor ixor   (.rs1(rs1), .rs2(rs2), .rd(xor_out));
    alu_srl isrl   (.rs1(rs1), .rs2(rs2), .rd(srl_out));
    alu_sra isra   (.rs1(rs1), .rs2(rs2), .rd(sra_out));
    alu_or ior     (.rs1(rs1), .rs2(rs2), .rd(or_out));
    alu_and iand   (.rs1(rs1), .rs2(rs2), .rd(and_out));
    always @(posedge clk or posedge reset) begin
        if (reset) 
	        rd = 32'b0;
	    else
            case (mode)
                4'b0000:  rd = add_out;
                4'b1000:  rd = sub_out;
                4'b0001:  rd = sll_out;
                4'b0010:  rd = slt_out;
                4'b0011: rd = sltu_out;
                4'b0100:  rd = xor_out;
                4'b0101:  rd = srl_out;
                4'b1101:  rd = sra_out;
                4'b0110:   rd = or_out;
                4'b0111:  rd = and_out;
                default:      rd = 32'b0;
            endcase
    end
endmodule
==> flow/run.sh <==
#!/bin/bash
# OpenROAD 26Q1-2900-gdf79404cd8, Yosys 0.63+post, stock flow scripts
make -C /OpenROAD-flow-scripts/flow DESIGN_CONFIG=/design/flow/config.mk WORK_HOME=/design/flow/orfs finish
==> flow/config.mk <==
export PLATFORM = sky130hd
export DESIGN_NAME = alu
export DESIGN_NICKNAME = alu
export VERILOG_FILES = /design/flow/design.v
export SDC_FILE = /design/flow/constraint.sdc
export NUM_CORES = 4
export LEC_CHECK = 1
export CORE_UTILIZATION = 40
==> flow/constraint.sdc <==
current_design alu

set clk_period 1.0
set clk_io_pct 0.2

create_clock -name clk0 -period $clk_period [get_ports {clk}]

set non_clock_inputs [all_inputs -no_clocks]
set_input_delay [expr $clk_period * $clk_io_pct] -clock clk0 $non_clock_inputs
set_output_delay [expr $clk_period * $clk_io_pct] -clock clk0 [all_outputs]
==> flow_summary_export.csv <==
group,metric,value,unit
setup_path,cp_max_fo,3,
synth,netlist_instances,1301,
floorplanning,chipArea,0.0235,mm^2
timing,hold_violations,0,
synth,yosysWarnings,1,
clock_tree,cts_made_buffers,5,
global_routing,grt_pass1_wl,73900,um
timing,fin_hold_ws,0.257,ns
timing,relSlewSlack,0.540,
drt,num_vias,13300,
synth,edf_count,0,
synth,synth_flop_count,32,
synth,async_flop_share,1.00,
timing,rsz0062_at_grt,"true",
synth,ys_cells,1301,
setup_path,cp-end-kind,"flop",
global_routing,grtUsageTotal,0.423,
floorplanning,die_h,153,um
place,io_buffers,101,
floorplanning,core_area,0.0222,mm^2
global_routing,overflow,0,
pwr,p_per_area,744,mW/mm^2
drt,dr.pass1.iters,5,
global_routing,grt_max_degree,67,
clock_tree,htree_levels,2,
layout,syn2layout_area_growth,82.9,%
synth,syn_area,0.00916,mm^2
clock_tree,cts_hold_buf,0,
global_routing,grt_pass1_vias,12700,
drt,wire_per_inst,23.0,um
global_routing,antenna_found_initial,0,
timing,setup_viol,33,
clock_tree,cts_tree,"done",
floorplanning,core.rowCount,54,
synth,flop_cell,"dfrtp_1",
layout,finalInstanceArea,0.0167,mm^2
place,gp_congestion,1.02,
synth,syn_avg_cell_area,7.04,um^2
floorplanning,io_pins,102,
layout,drive_gt1_frac,0.527,
setup_path,critPathArrivalTime,2.77,ns
job,cap_viol_max_count,0,
synth,netlist-cell-type-count,79,
min_path,worstHoldPathType,"in -> async",
timing,timing.fmax,386,MHz
timing,slew_viol_final,0,
timing,layout_setup_ws,-1.59,ns
place,dpl-instance-area,0.0140,mm^2
place,dp_hpwl,36900,um
layout,fin_cells,2163,
timing,worst_pin_slew,0.687,ns
drt,drt-initial-drc-count,1181,
pwr,leakage,7.48,nW
place,dpl.cell_count,2068,
outcome,outcome,"finished with violations",
synth,yosys-stat-area,0.00916,mm^2
drt,ant_nets,0,
synth,postSynthSeqShare,0.0875,
setup_path,path_class,"in -> reg",
clock_tree,cts-root-buf,"clkbuf_16",
drt,diodes,0,
layout,largest_register_ffs,32,
timing,min_period_over_period,2.59,
setup_path,crit_required,1.18,ns
drt,drc,0,
pwr,ir_drop,0.000502,V
floorplanning,die_width,153,um
layout,num-fill-cells,1510,
drt,routed_wl,49800,um
outcome,violations,"negative setup slack",
floorplanning,fp_util,0.413,
setup_path,worstSetupStartpointType,"input pin",
timing,fin_crit,2.59,ns
clock_tree,clk_pin_slew,0.06,ns
drt,vias_per_cell,6.15,
job,warnings,93,
clock_tree,cts_buffer_depth,2,
clock_tree,cts.sinks,32,
cell families after synthesis:
logic type                 synth area share
xor gates and xnor gates            0.00861
adders and majority gates             0.137
AOI/OAI and AO/OA                     0.345
and+or+nand+nor                       0.198
muxes                                 0.137
DFF                                  0.0875
buffers and inverters                0.0875
cell usage in the layout, fill, tap and decap left out, types with 11 or more instances in the layout:
master           instances
nor3_1                  29
o21ai_2                 27
buf_12                  19
buf_4                  480
inv_2                   25
ha_4                    34
buf_2                   41
buf_6                   81
inv_1                   44
clkdlybuf4s50_1         11
o211ai_1                25
ha_2                    12
inv_4                   12
ha_1                    51
buf_8                   16
mux4_2                  39
o21ai_1                 39
o21ai_0                 60
nor2_1                 142
mux2i_1                 23
nor2_2                  12
a21oi_1                 99
a21o_1                  15
a21oi_2                 27
nand2_1                 98
dlygate4sd2_1           17
a211oi_1                15
nand3_1                 16
dfrtp_1                 32
a211oi_2                15
o22ai_1                 11
stage by stage:
| step | TNS (ns) | utilization | setup WS [ns] | total power [mW] |
|---|---|---|---|---|
| 3_3_place_gp | -68.41 | 0.630 | -2.46 | 8.88 |
| 3_5_place_dp | -68.56 | 0.630 | -2.50 | 8.85 |
| 4_1_cts | -42.84 | 0.729 | -1.60 | 11.8 |
| 2_1_floorplan | -49.63 | - | -2.05 | 5.00 |
| 5_1_grt | -45.60 | 0.756 | -1.67 | 13.1 |
| 6_report | -43.87 | 0.756 | -1.59 | 12.5 |
report_power, final:
| part | internal (mW) | switching (mW) |
|---|---|---|
| Combinational | 4.57 | 4.66 |
| Clock | 1.05 | 0.647 |
| Sequential | 1.48 | 0.0625 |
worst max-delay path, stage by stage:
cell	delay, ns
buf_12	0.11
ha_4	0.15
inv_2	0.05
fa_2	0.24
nor2b_4	0.05
o31a_1	0.25
o41a_1	0.35
o21a_2	0.26
a311oi_4	0.42
nor3_2	0.09
a211oi_2	0.18
o21ai_1	0.10
a221o_1	0.31
synthesized netlist by cell type (all sizes together), types with 9 or more instances:
cell,number,area share
o31ai,14,0.011
nor2b,11,0.0075
buf,39,0.026
o221ai,11,0.011
a21o,15,0.012
dfrtp,32,0.087
mux4,39,0.097
nand3,20,0.011
nor2,163,0.067
and2,9,0.0062
o21a,9,0.0074
a221o,9,0.0098
o2111ai,12,0.011
a211oi,34,0.028
or3,10,0.0068
a221oi,15,0.014
o21ai,128,0.070
a31oi,10,0.0068
a22oi,14,0.011
o22ai,15,0.010
clkbuf,61,0.025
o211ai,25,0.021
ha,97,0.13
a21oi,133,0.073
nand2b,13,0.0089
nor3,38,0.021
nand2,108,0.044
inv,84,0.034
mux2i,27,0.030
per-layer routing:
layer  part of all wire  up-vias  GRT usage
met4              0.063        0      0.212
met3               0.10      173      0.106
li1                   -     6009          -
met5                  0        -          0
met2               0.44      849      0.653
met1               0.39     6276      0.555
how the worst max path moves through the flow:
stage	depth (start not counted)	slack [ns]	start	endpoint
after CTS	13	-1.60	rs2[0]	rd[26]
after global routing	14	-1.67	rs2[0]	rd[30]
final	13	-1.59	rs2[0]	rd[26]
area by class of cell:
class / instances / area [um^2] / area share
Clock buffer: 7 / 153 / 0.00911
Tap cell: 280 / 350 / 0.0209
Timing Repair Buffer: 675 / 5750 / 0.343
Inverter: 89 / 438 / 0.0261
Multi-Input combinational cell: 1080 / 9260 / 0.553
Sequential cell: 32 / 801 / 0.0478
timing repair:
item	CTS	global route
gates cloned	2	0
setup buffers	75	25
setup endpoints to repair	64	37
pin swaps	147	97
gates resized	676	118
No activity file was given, so power comes from the tool's default toggle rates.
